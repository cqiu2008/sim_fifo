### flow/design.v
module asyn_fifo #(
        parameter ASIZE = 4 ,
        parameter DSIZE = 8 
        )(
input                   I_wrst    ,
input                   I_wclk    ,
input                   I_winc    ,
input      [DSIZE-1:0]  I_wdata   ,
output reg              O_wfull   ,
input                   I_rrst    ,
input                   I_rclk    ,
input                   I_rinc    ,
output reg [DSIZE-1:0]  O_rdata   ,
output reg              O_rempty    
);
wire    [ASIZE-1:0]    S_waddr       ;
reg     [ASIZE  :0]    S_wptr        ;
wire    [ASIZE-1:0]    S_raddr       ;
reg     [ASIZE  :0]    S_rptr        ;
reg  [ASIZE  :0] S_wbin        ;
wire [ASIZE  :0] S_wgraynext   ; 
wire [ASIZE  :0] S_wbinnext    ; 
wire             S_wfull_val   ;
reg  [ASIZE  :0] S_rq1_wptr = 0;
reg  [ASIZE  :0] S_rq2_wptr = 0;
reg  [ASIZE  :0] S_wq1_rptr = 0;
reg  [ASIZE  :0] S_wq2_rptr = 0;
always @(posedge I_wclk)begin
    if(I_wrst)begin
        S_wbin <= 0           	;
        S_wptr <= 0           	;
    end
    else begin
        S_wbin <= S_wbinnext    ;
        S_wptr <= S_wgraynext   ;
    end
end
assign S_waddr = S_wbin[ASIZE-1:0];
assign S_wbinnext = S_wbin + (I_winc & ~O_wfull);
assign S_wgraynext = (S_wbinnext >> 1) ^ S_wbinnext;
assign S_wfull_val = (S_wgraynext[ASIZE]^S_wq2_rptr[ASIZE]) &&
                     (S_wgraynext[ASIZE-1]^S_wq2_rptr[ASIZE-1]) &&
                     (S_wgraynext[ASIZE-2:0] == S_wq2_rptr[ASIZE-2:0]);
always @(posedge I_wclk)begin
    if(I_wrst)begin
        O_wfull <= 1'b0;
    end
    else begin
        O_wfull <= S_wfull_val;
    end
end
localparam DEPTH = 1 << ASIZE;
(* ram_style="block" *)reg [DSIZE-1:0] mem [0:DEPTH-1];
always @(posedge I_wclk)begin
    if(I_winc && (!O_wfull))begin
        mem[S_waddr] <= I_wdata;
    end
end
always @(posedge I_rclk)begin
    O_rdata <= mem[S_raddr];
end
reg  [ASIZE  :0] S_rbin        ;
wire [ASIZE  :0] S_rgraynext   ; 
wire [ASIZE  :0] S_rbinnext    ; 
wire             S_rempty_val  ;
always @(posedge I_rclk)begin
    if(I_rrst)begin
        S_rbin <= 0             ;
        S_rptr <= 0             ;
    end
    else begin
        S_rbin <= S_rbinnext    ;
        S_rptr <= S_rgraynext   ;
    end
end
assign S_raddr = S_rbin[ASIZE-1:0];
assign S_rbinnext = S_rbin + (I_rinc & ~O_rempty);
assign S_rgraynext = (S_rbinnext >> 1) ^ S_rbinnext;
assign S_rempty_val = (S_rgraynext == S_rq2_wptr);
always @(posedge I_rclk)begin
    if(I_rrst)begin
        O_rempty <= 1'b1       ;
    end
    else begin
        O_rempty <= S_rempty_val ; 
    end
end
always @(posedge I_rclk)begin
    if(I_rrst)begin
        S_rq1_wptr <= 1'b0          ;
    end
    else begin
        S_rq1_wptr <= S_wptr        ; 
    end
end
always @(posedge I_rclk)begin
    S_rq2_wptr <= S_rq1_wptr    ; 
end
always @(posedge I_wclk)begin
    if(I_wrst)begin
        S_wq1_rptr <= 1'b0          ;
    end
    else begin
        S_wq1_rptr <= S_rptr        ; 
    end
end
always @(posedge I_wclk)begin
    S_wq2_rptr <= S_wq1_rptr    ; 
end
endmodule
### flow/run.sh
#!/bin/bash
# OpenROAD 26Q1-2900-gdf79404cd8, Yosys 0.63+post, stock flow scripts
make -C /OpenROAD-flow-scripts/flow DESIGN_CONFIG=/design/flow/config.mk WORK_HOME=/design/flow/orfs finish
### flow/config.mk
export PLATFORM = sky130hd
export DESIGN_NAME = asyn_fifo
export DESIGN_NICKNAME = asyn_fifo
export VERILOG_FILES = /design/flow/design.v
export SDC_FILE = /design/flow/constraint.sdc
export NUM_CORES = 4
export LEC_CHECK = 1
export CORE_UTILIZATION = 40
### flow/constraint.sdc
current_design asyn_fifo

set clk_period 3.3
set clk_io_pct 0.2

create_clock -name clk0 -period $clk_period [get_ports {I_rclk}]
create_clock -name clk1 -period $clk_period [get_ports {I_wclk}]

set non_clock_inputs [all_inputs -no_clocks]
set_input_delay [expr $clk_period * $clk_io_pct] -clock clk0 $non_clock_inputs
set_output_delay [expr $clk_period * $clk_io_pct] -clock clk0 [all_outputs]
==> flow_summary.ini <==
; yosys + openroad results
[sta]
rsz0062_at_grt = false
fin_skew_ns = 0.0199
setup_ws_ns = 0.811
worstMarginPinSlew_ns = 0.710
maxSlewViolCount = 0
slew-limit-headroom = 0.526
hold_violations = 0
holdWs_ns = 0.319
setup-tns-final_ns = 0
setup_viol = 0

[setup_path]
r2r_cells = 7
crit_required_ns = 3.61
path_cells = clkdlybuf4s50_1 > nor2b_1 > ha_1 > ha_1 > nand3_1 > xor2_1 > or3_1 > a2111oi_2
r2r-start = S_rbin[0]
crit_fanout = 4
critPathSlowestCell = clkdlybuf4s50_1
slowest_delay_ns = 0.45
critPathKind = input port to flop
cpMostUsedCell = ha_1
crit_path_end_kind = flop
arrival_ns = 2.80
r2r-end = O_rempty
startpoint_type = input port
r2r_slack_ns = 1.09

[floorplanning]
die_w_um = 130
die-area_um2 = 16900
fp.dieH_um = 130
core_um2 = 15900
fp-row-count = 46
io_pins = 24
initCoreUtil = 0.412

[finish]
final_core_util = 0.486
final_area_um2 = 7740
syn_to_final_growth_pct = 17.9
drive_gt1_frac = 0.209
layout.cells.non_filler = 614

[route]
drtPass1Iterations = 4
ant_nets = 0
via_per_inst = 4.97
drt-initial-drc-count = 253
drc = 0
vias = 3051
antenna-diode-count = 0
routed_wl_um = 11900
wl_per_cell_um = 19.4

[place]
place_ws_ns = 0.378
port_buffers = 22
routabilityCongestion = 0.746
dpl.cell_count = 578
hpwl_um = 6930
placed_area_um2 = 7100

[grt]
grt_antenna_before_repair = 0
grt_max_degree = 33
grt_pass1_vias = 3295
grt_pass1_wl_um = 18900
grt-ovfl-total = 0
grt_usage = 0.172

[clock_network]
cts_setup_buffers = 0
clk_pin_slew_ns = 0.06
ctsResizeCount = 0
cts_tree = built
cts_hold_buf = 0
numClockSinks = 176

[logic_synthesis]
ys_top_cells_by_area = edfxtp_1 (59%), dfxtp_1 (15%), mux4_2 (8.9%), mux4_1 (5.6%), xnor2_1 (2.0%)
top_cell_area_share = 0.585
ys_area_um2 = 6570
synthArstFlopShare = 0
synthFlopType = edfxtp_1
edf_count = 128
ys_seq_frac = 0.731
ys_warn_count = 1
synth.avg_cell_area_um2 = 19.6
yosys-top-cells-count = edfxtp_1 (128), dfxtp_1 (48), nor2_1 (27)
synth.most_common_cell = edfxtp_1
yosysCellCount = 335
synth_area_leader_cell = edfxtp_1
synthCells = 335
ys.flops = 176
yosysUniqueCellTypes = 29
synthesis.area_um2 = 6570

[outcome]
outcome = finished, final reports clean

[worst_hold_path]
worstHoldStart = S_rptr[1]
hold_path.class = flop to flop
whs_endpoint = S_wq1_rptr[1]
hold_path_depth = 1

[run]
warnings = 26
maxCapViolations = 0

[power]
cellPowerDensity_nw_per_um2 = 624
power_mw = 4.84
power_leakage_nw = 2.54
irDropWorstVdd_mv = 0.334
[how the worst max path moves through the flow]
| stage | from | end | slack [ns] |
|---|---|---|---|
| CTS | I_winc | O_wfull | 0.80 |
| global route | I_winc | O_wfull | 0.66 |
| finish | I_winc | O_wfull | 0.81 |
[sequential cells by signal, indices dropped and copies added (netlist names)]
register / cells
mem: 128
O_rdata: 8
S_rptr: 5
S_rq1_wptr: 5
S_rq2_wptr: 5
S_wptr: 5
S_wq1_rptr: 5
S_wq2_rptr: 5
S_rbin: 4
S_wbin: 4
O_rempty: 1
O_wfull: 1
[critical path, delay by kind of cell]
kind                     cells  cell delay (ns)
adder cells (fa/ha/maj)      2             0.50
XOR/XNOR                     1             0.21
buffers and inverters        1             0.45
AND-OR/OR-AND                1             0.34
AND/OR/NAND/NOR              3             0.64
[cells by family after synthesis]
kind of cell	share of synthesized area
DFF	0.731
and+or+nand+nor	0.0550
muxes	0.147
xor gates and xnor gates	0.0349
buffers and inverters	0.0192
AOI/OAI and AO/OA	0.00514
adders and majority gates	0.00762
[where the power goes]
group / leakage, nW / total (mW) / switching (mW) / internal (mW)
clock network: 0.309 / 2.13 / 0.856 / 1.27
logic: 0.683 / 0.252 / 0.104 / 0.148
registers: 1.55 / 2.45 / 0.0309 / 2.42
total: 2.54 / 4.84 / 0.991 / 3.84
[layout by cell type, fill, tap and decap left out]
cell	instances
xnor2_1	15
nand3b_1	2
xor2_4	1
dfxtp_2	1
or3_1	1
nor2_1	27
o21ai_0	1
inv_6	2
buf_4	19
mux4_1	14
nor3_1	4
nand2b_1	4
a2111oi_2	1
inv_8	1
nand3_4	1
clkinv_2	2
buf_12	1
dfxtp_1	47
a31o_2	1
nand2_1	8
nor2b_1	18
or3b_2	1
clkbuf_16	20
clkinvlp_2	1
mux4_2	26
clkinv_4	1
clkinvlp_4	2
clkdlybuf4s50_1	22
mux2i_1	1
bufinv_16	2
clkbuf_1	2
a21oi_1	1
edfxtp_1	128
xor2_1	8
nand3_1	5
ha_1	4
clkinv_1	3
[metal layers]
metal  up-vias  GRT usage  part of all wire
li1       1396          -                 -
met1      1505      0.244              0.40
met2       134      0.256              0.48
met3        16     0.0873              0.10
met4         0     0.0328             0.018
met5         -     0.0147                 0
[area by class of cell]
class / count / area, um^2
Tap cell: 216 / 270
Multi-Input combinational cell: 144 / 1640
Clock buffer: 22 / 508
Fill cell: 1300 / 8200
Sequential cell: 176 / 4810
Timing Repair Buffer: 42 / 383
Clock inverter: 14 / 139
Power and IR drop assume default switching activity.
